`design/flow/run.sh`:
```
#!/bin/bash
# OpenROAD 26Q1-2900-gdf79404cd8, Yosys 0.63+post, stock flow scripts
make -C /OpenROAD-flow-scripts/flow DESIGN_CONFIG=/design/flow/config.mk WORK_HOME=/design/flow/orfs finish
```
`design/flow/config.mk`:
```
export PLATFORM = sky130hd
export DESIGN_NAME = stage_ex
export DESIGN_NICKNAME = stage_ex
export VERILOG_FILES = /design/flow/design.v
export SDC_FILE = /design/flow/constraint.sdc
export NUM_CORES = 4
export LEC_CHECK = 1
export CORE_UTILIZATION = 50
```
`design/flow/constraint.sdc`:
```
current_design stage_ex

set clk_period 12.6
set clk_io_pct 0.2

create_clock -name clk0 -period $clk_period [get_ports {clk}]

set non_clock_inputs [all_inputs -no_clocks]
set_input_delay [expr $clk_period * $clk_io_pct] -clock clk0 $non_clock_inputs
set_output_delay [expr $clk_period * $clk_io_pct] -clock clk0 [all_outputs]
```
`design/flow/design.v`:
```
package PARAMS_pkg;
    parameter INSTR_SIZE = 32;
    parameter ADDR_SIZE = 32;
    parameter WD_SIZE = 32;
    parameter INSTR_REG_SIZE = 5;
    parameter OPCODE_SIZE = 7;
    parameter FUNCT3_SIZE = 3;
    parameter FUNCT7_SIZE = 7;
    parameter IMM_I_SIZE = 12;
    parameter OPCODE_OP = 7'b0110011;  
    parameter OPCODE_IM = 7'b0010011;
    parameter OPCODE_LD = 7'b0000011;
    parameter OPCODE_ST = 7'b0100011;
    parameter OPCODE_BR = 7'b1100011;
    parameter OPCODE_JM = 7'b1101111;
    parameter F7_ADD = 7'b0;
    parameter F7_SUB = 7'b0100000;
    parameter F7_MULDIV = 7'b0000001;
    parameter F3_ADD = 3'b0;
    parameter F3_SUB = 3'b0;
    parameter F3_MUL = 3'b0;
    parameter F3_MULH = 3'b001;
    parameter F3_MULHSU = 3'b010;
    parameter F3_MULHU = 3'b011;
    parameter F3_DIV = 3'b100;
    parameter F3_DIVU = 3'b101;
    parameter F3_REM = 3'b110;
    parameter F3_REMU = 3'b111;
    parameter F3_LDB = 3'b0;
    parameter F3_LDW = 3'b010;
    parameter F3_STB = 3'b0;
    parameter F3_STW = 3'b010;
    parameter F3_BEQ = 3'b0;
    parameter F3_BNE = 3'b001;
    parameter F3_BLT = 3'b100;
    parameter F3_BGE = 3'b101;
    parameter F3_BLTU = 3'b110;
    parameter F3_BGEU = 3'b111;
    parameter MEM_ACCESS_BYTE = 3'b000;
    parameter MEM_ACCESS_HALF = 3'b001;
    parameter MEM_ACCESS_WORD = 3'b010;
    parameter RD = 1'b0;
    parameter WR = 1'b1;
    parameter BOOT_ADDR = 32'h00001000;
    parameter EXCEP_ADDR = 32'h00002000;
    parameter NOP_INSTR = { {{WD_SIZE-7}{1'b0}}, OPCODE_IM};  
    parameter CACHE_LINE_SIZE = 64;  
    parameter CACHE_NUM_LINES = 4;
endpackage
`timescale 1ns/1ps
import PARAMS_pkg::*;
module alu #() (
    input clk,
    input reset_n,
    input   [OPCODE_SIZE-1:0] opcode_i,
    input   [FUNCT7_SIZE-1:0] funct7_i,
    input   [FUNCT3_SIZE-1:0] funct3_i,
    input   [WD_SIZE-1:0] op1_data_i,
    input   [WD_SIZE-1:0] op2_data_i,  
    input   [WD_SIZE-1:0] imm_se_i,  
    output cmp_o,
    output logic [WD_SIZE-1:0] result_o
);
always_comb begin
    case (opcode_i)
        OPCODE_OP: begin
            case (funct7_i)
                F7_SUB: 
                    result_o = op1_data_i - op2_data_i;
                default:   
                    result_o = op1_data_i + op2_data_i;
            endcase
        end  
        OPCODE_IM: begin
            case (funct3_i)
                F3_ADD: 
                    result_o = op1_data_i + imm_se_i;  
                default:
                    result_o = 32'b0;
            endcase
        end  
        default:  
            result_o = op1_data_i + imm_se_i;
    endcase
end
logic signed [WD_SIZE-1:0] op1_s, op2_s;
logic unsigned [WD_SIZE-1:0] op1_u, op2_u;
logic cmp_d;
assign op1_s = signed'(op1_data_i);
assign op2_s = signed'(op2_data_i);
assign op1_u = unsigned'(op1_data_i);
assign op2_u = unsigned'(op2_data_i);
assign cmp_o = cmp_d;
always_comb begin
    case (funct3_i)
        F3_BNE: cmp_d = op1_s != op2_s;
        F3_BLT: cmp_d = op1_s < op2_s;
        F3_BLTU: cmp_d = op1_u < op2_u;
        F3_BGE: cmp_d = op1_s >= op2_s;
        F3_BGEU: cmp_d = op1_u >= op2_u;
        default: cmp_d = op1_s == op2_s;  
    endcase
end
endmodule
`timescale 1ns/1ps
import PARAMS_pkg::*;
module stage_ex #() (
    input clk,
    input reset_n,
    input logic [INSTR_SIZE-1:0] pc_i,
    output logic [INSTR_SIZE-1:0] pc_br_o,
    input logic [INSTR_REG_SIZE-1:0] rd_i,
    output logic [INSTR_REG_SIZE-1:0] rd_o,
    output [INSTR_REG_SIZE-1:0] rd_dc_o,
    input logic ctrl_op_i,  
    input logic ctrl_ld_i,  
    output logic ctrl_ld_o,
    input logic ctrl_st_i,  
    output logic ctrl_st_o,  
    input logic ctrl_jm_i,  
    output logic ctrl_jm_o,  
    input logic ctrl_br_i,   
    output logic ctrl_br_o,   
    input logic ctrl_reg_write_i,
    output logic ctrl_reg_write_o,
    input logic [OPCODE_SIZE-1:0] ctrl_opcode_i,
    input logic [FUNCT7_SIZE-1:0] ctrl_funct7_i,
    input logic [FUNCT3_SIZE-1:0] ctrl_funct3_i,
    output logic [FUNCT3_SIZE-1:0] ctrl_mem_width_o,
    input logic ctrl_valid_i,
    input logic stall_proc_i,
    output logic stall_proc_o,
    input logic [WD_SIZE-1:0] rs1_data_i,
    input logic [WD_SIZE-1:0] imm_se_i,  
    output logic [WD_SIZE-1:0] bypass_result_alu_o,
    output logic bypass_ctrl_reg_write_alu_o,
    output logic [WD_SIZE-1:0] alu_result_o,
    output logic alu_cmp_o,
    input logic [WD_SIZE-1:0] rs2_data_i,
    output logic [WD_SIZE-1:0] rs2_data_o
);
logic [FUNCT3_SIZE-1:0] ctrl_mem_width_q;
logic [WD_SIZE-1:0] alu_result_q, alu_result_d, mul_result_d, rs1_data_d, rs2_data_d, rs2_data_q, rd_q;
logic alu_cmp_q, mult_valid_result_q, ctrl_ld_q, ctrl_st_q, ctrl_jm_q, ctrl_br_q, ctrl_reg_write_q;
assign ctrl_reg_write_d = (ctrl_reg_write_i & (~stall_proc_i));  
assign ctrl_reg_write_o = ctrl_reg_write_q;
assign ctrl_ld_o = ctrl_ld_q;
assign ctrl_st_o = ctrl_st_q;
assign ctrl_jm_o = ctrl_jm_q;
assign ctrl_br_o = ctrl_br_q;
assign ctrl_mem_width_o = ctrl_mem_width_q;
assign rd_dc_o = rd_i;
assign rd_o = rd_q;
assign rs2_data_o = rs2_data_q;
assign alu_result_o = alu_result_q;
assign bypass_result_alu_o = alu_result_d;
assign bypass_ctrl_reg_write_alu_o = ctrl_ld_i ? 1'b0: ctrl_reg_write_i;
always_ff@(posedge clk) begin
    if (!reset_n) begin
        ctrl_reg_write_q <= 1'b0;
        ctrl_br_q <= 1'b0;
    end
    else begin
        pc_br_o <= pc_i + imm_se_i;  
        rd_q <= ctrl_reg_write_d ? rd_i : 5'b0;
        rs2_data_q <= rs2_data_i;
        alu_result_q <= alu_result_d;
        alu_cmp_o <= alu_cmp_q;
        ctrl_reg_write_q <= ctrl_reg_write_d;
        ctrl_ld_q <= ctrl_ld_i;
        ctrl_st_q <= ctrl_st_i;
        ctrl_jm_q <= ctrl_jm_i;
        ctrl_br_q <= ctrl_br_i;
        ctrl_mem_width_q <= ctrl_funct3_i;
        stall_proc_o <= stall_proc_i;
    end
end
alu #() alu_inst (
    .clk (clk),
    .reset_n (reset_n),
    .opcode_i (ctrl_opcode_i),
    .funct7_i (ctrl_funct7_i),
    .funct3_i (ctrl_funct3_i),
    .op1_data_i (rs1_data_i),
    .op2_data_i (rs2_data_i),
    .imm_se_i (imm_se_i),
    .cmp_o (alu_cmp_q),
    .result_o (alu_result_d)
);
endmodule
```
==> results.json <==
{
  "p_sw_mw": 0.420,
  "cp-end-kind": "primary output",
  "drt-initial-drc-count": 742,
  "worst_slew_margin_rel": 0.466,
  "netlist_instances": 1133,
  "hold_class": "in2reg",
  "ys_cells": 1133,
  "power.leakage_nw": 5.58,
  "avgSynthCellArea_um2": 9.09,
  "ys_seq_share": 0.322,
  "cts_setup_buffers": 0,
  "grt_max_degree": 50,
  "avgViaCountPerCell": 5.84,
  "enable_flop_cells": 109,
  "tightest_slew_ps": 791,
  "rsz0062_at_grt": "false",
  "power_density_nw_per_um2": 95.5,
  "max_freq_ghz": 0.108,
  "fin_tns_setup_ps": 0,
  "cts_buffers": 9,
  "period_needed_ps": 9290,
  "cts_tree": "done",
  "grt_pass1_wl_mm": 47.2,
  "log.warning_count": 59,
  "share_comb_of_total_power": 0.414,
  "core_area_um2": 20200,
  "final-hold-violation-count": 0,
  "rows": 52,
  "diodes": 0,
  "ys.flops": 111,
  "top_area_frac": 0.318,
  "setup_viol": 0,
  "crit_fanout": 3,
  "drv_cap": 0,
  "period_used_share": 0.737,
  "firstDrtPassIters": 6,
  "wirelength_mm": 30.0,
  "cts_root_buffer": "clkbuf_16",
  "clk_pin_slew_ps": 80,
  "antenna_found_initial": 0,
  "required_ps": 10080,
  "ctsLongestPathBuffers": 2,
  "hold_ws_ps": 2600,
  "h-tree-depth": 3,
  "route.detailed.drc": 0,
  "grt_usage": 0.295,
  "cts_hold_buf": 0,
  "die.size.y_um": 146,
  "ir_drop_v": 0.0000684,
  "vias": 9856,
  "routabilityCongestion": 0.962,
  "async_flop_share": 0,
  "drt-wirelength-per-cell_um": 17.8,
  "cts_resized": 0,
  "syn_area_um2": 10300,
  "dpl.hpwl_mm": 24.2,
  "switching_share": 0.317,
  "synth_cell_type_count": 79,
  "p_int_mw": 0.904,
  "port_buffers": 306,
  "dieArea_um2": 21200,
  "critPathArrivalTime_ps": 6770,
  "overflow": 0,
  "drtAntennaViolNets": 0,
  "topCellsByArea": "edfxtp_1, ha_1, a21oi_1, xnor2_1, o21ai_0",
  "synth_warnings": 3,
  "crit_type": "in2out",
  "pwr-share-clk": 0.227,
  "grt_pass1_vias": 9053,
  "fp_util": 0.509,
  "power.total_mw": 1.32,
  "drv_slew": 0,
  "synth-area-yosys_um2": 10300,
  "dieWidth_um": 146,
  "drive_gt1_frac": 0.0296,
  "ys.flop_type": "edfxtp_1",
  "setup.worst_path.start_class": "input port",
  "syn2layout_area_growth_pct": 34.6,
  "ios": 309,
  "p_seq_frac": 0.359,
  "numClockSinks": 111,
  "status": "finished, final reports clean",
  "synth.largest_area_cell": "edfxtp_1"
}
## worst max-delay path, stage by stage
cell	delay, ps
clkdlybuf4s50_1	470
ha_1	250
fa_1	430
a211oi_1	320
o21ai_1	240
a32o_1	320
a41oi_1	210
o21ai_1	130
a221o_1	410
a311oi_2	410
o21ai_1	120
xnor2_1	270
a211o_1	190
clkdlybuf4s50_1	470
## flip-flops by register name, summed over array words and instances, names as in the netlist
name and cells:
alu_cmp_o 1, alu_result_q 32, ctrl_br_q 1, ctrl_jm_q 1, ctrl_ld_q 1, ctrl_mem_width_q 3, ctrl_reg_write_q 1, ctrl_st_q 1
pc_br_o 32, rd_q 5, rs2_data_q 32, stall_proc_o 1
## cells in the mapped netlist (19+ instances only)
cell type	number
nor3_1	31
a21oi_1	109
o22ai_1	27
edfxtp_1	109
inv_1	79
nor2_1	78
xnor2_1	53
o21ai_0	64
o21bai_1	23
xor2_1	31
ha_1	125
a31oi_1	19
clkbuf_1	29
a21o_1	40
nand2_1	56
## placed cells by master (no fill, tap or decap), drive strengths merged, types with 40 or more instances in the layout
cell type	n
a21oi	110
o21ai	68
a21o	40
inv	83
ha	125
nor2	79
clkdlybuf4s50	305
nand2	56
xnor2	53
edfxtp	109
## cells by family after synthesis
logic type | Yosys count | synth area share
mux | 7 | 0.00717
fa+ha+maj | 129 | 0.160
compound gates | 401 | 0.259
buf+inv | 124 | 0.0480
flops | 111 | 0.322
xor+xnor | 84 | 0.0714
simple gates | 277 | 0.133
## final timing paths
| check | cells past startpoint | startpoint | slack, ps | endpoint |
|---|---|---|---|---|
| min | 1 | reset_n | 2600 | pc_br_o[31] |
| max | 14 | rs1_data_i[0] | 3310 | bypass_result_alu_o[28] |
## cell type report
cell class                      instances  area, µm²
Inverter                               80        300
Fill cell                            1668       6370
Timing Repair Buffer                  313       3110
Multi-Input combinational cell        898       6490
Clock inverter                          7       83.8
Tap cell                              270        338
Clock buffer                            9        225
Sequential cell                       111       3310
## metal layers
layer  vias to the layer above  global-route usage  share of wire
li1                       4843                   -              -
met1                      4534               0.460           0.44
met2                       443               0.437           0.44
met3                        36              0.0918           0.11
met4                         0              0.0311          0.014
met5                         -                   0              0
## power groups by stage
stage / Clock (mW) / Combinational [mW] / Sequential [mW]
4_1_cts: 0.307 / 0.545 / 0.477
5_1_grt: 0.318 / 0.599 / 0.480
6_report: 0.300 / 0.548 / 0.476
## metrics by stage
step                      instances  cell area, µm²   util  worst slack (ps)
final                          1688           13900  0.685              3310
after global routing           1688           13900  0.685              3050
after CTS                      1688           13900  0.685              3300
after detailed placement       1672           13600  0.670              3330
after global placement         1672           13600  0.670              3350
after floorplan                1133           10300      -              4810
Power is estimated from default activity; no workload was simulated.

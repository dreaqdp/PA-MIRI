==> design.v <==
package PARAMS_pkg;
    parameter INSTR_SIZE = 32;
    parameter ADDR_SIZE = 32;
    parameter WD_SIZE = 32;
    parameter INSTR_REG_SIZE = 5;
    parameter OPCODE_SIZE = 7;
    parameter FUNCT3_SIZE = 3;
    parameter FUNCT7_SIZE = 7;
    parameter IMM_I_SIZE = 12;
    parameter OPCODE_OP = 7'b0110011;  
    parameter OPCODE_IM = 7'b0010011;
    parameter OPCODE_LD = 7'b0000011;
    parameter OPCODE_ST = 7'b0100011;
    parameter OPCODE_BR = 7'b1100011;
    parameter OPCODE_JM = 7'b1101111;
    parameter F7_ADD = 7'b0;
    parameter F7_SUB = 7'b0100000;
    parameter F7_MULDIV = 7'b0000001;
    parameter F3_ADD = 3'b0;
    parameter F3_SUB = 3'b0;
    parameter F3_MUL = 3'b0;
    parameter F3_MULH = 3'b001;
    parameter F3_MULHSU = 3'b010;
    parameter F3_MULHU = 3'b011;
    parameter F3_DIV = 3'b100;
    parameter F3_DIVU = 3'b101;
    parameter F3_REM = 3'b110;
    parameter F3_REMU = 3'b111;
    parameter F3_LDB = 3'b0;
    parameter F3_LDW = 3'b010;
    parameter F3_STB = 3'b0;
    parameter F3_STW = 3'b010;
    parameter F3_BEQ = 3'b0;
    parameter F3_BNE = 3'b001;
    parameter F3_BLT = 3'b100;
    parameter F3_BGE = 3'b101;
    parameter F3_BLTU = 3'b110;
    parameter F3_BGEU = 3'b111;
    parameter MEM_ACCESS_BYTE = 3'b000;
    parameter MEM_ACCESS_HALF = 3'b001;
    parameter MEM_ACCESS_WORD = 3'b010;
    parameter RD = 1'b0;
    parameter WR = 1'b1;
    parameter BOOT_ADDR = 32'h00001000;
    parameter EXCEP_ADDR = 32'h00002000;
    parameter NOP_INSTR = { {{WD_SIZE-7}{1'b0}}, OPCODE_IM};  
    parameter CACHE_LINE_SIZE = 64;  
    parameter CACHE_NUM_LINES = 4;
endpackage
`timescale 1ps/1ps
import PARAMS_pkg::*;
module stage_mem #() (
    input clk,
    input reset_n,
    input logic [INSTR_SIZE-1:0] pc_br_i,
    output logic [INSTR_SIZE-1:0] pc_br_o,
    input logic [INSTR_REG_SIZE-1:0] rd_i,
    output logic [INSTR_REG_SIZE-1:0] rd_o,
    output [INSTR_REG_SIZE-1:0] rd_dc_o,
    input logic [WD_SIZE-1:0] alu_result_i,
    output logic [WD_SIZE-1:0] alu_result_o,
    input logic alu_cmp_i,
    input logic [WD_SIZE-1:0] rs2_data_i,
    output logic take_br_o,
    input logic ctrl_ld_i,  
    output logic ctrl_ld_o,  
    input logic ctrl_st_i,  
    input logic ctrl_jm_i,  
    input logic ctrl_br_i,   
    input logic [FUNCT3_SIZE-1:0] ctrl_mem_width_i,
    input logic ctrl_reg_write_i,
    output logic ctrl_reg_write_o,
    input logic stall_proc_i,
    output logic [WD_SIZE-1:0] bypass_mem_data_o,
    output logic bypass_ctrl_reg_write_mem_o,
    output [WD_SIZE-1:0] dmem_addr_o,
    output dmem_rd_wr_o,
    output dmem_op_en_o,
    output [WD_SIZE-1:0] dmem_wr_data_o,
    output [WD_SIZE-1:0] dmem_wr_keep_o,
    input [WD_SIZE-1:0] dmem_rd_data_i,
    output logic [WD_SIZE-1:0] mem_data_o
);
localparam integer BYTE = 8;
wire op_wr;
logic take_br_q;
logic [WD_SIZE-1:0] mem_data_q, dmem_wr_keep_d, dmem_wr_data_d;
assign dmem_addr_o = { alu_result_i[WD_SIZE-1:2], 2'b00 } ;  
assign dmem_rd_wr_o = ctrl_st_i;
assign dmem_op_en_o = (ctrl_ld_i | ctrl_st_i) & !stall_proc_i;
assign dmem_wr_data_o = dmem_wr_data_d;
assign bypass_mem_data_o = ctrl_ld_i ? mem_data_q : alu_result_i;
assign bypass_ctrl_reg_write_mem_o = ctrl_reg_write_i;
always_comb
begin
    case (ctrl_mem_width_i)
        MEM_ACCESS_BYTE: begin
            case (alu_result_i[1:0])
                2'b00: begin
                    mem_data_q = { { {WD_SIZE-7}{dmem_rd_data_i[7]} }, dmem_rd_data_i[6:0] };  
                    dmem_wr_keep_d = 32'h000000FF;  
                end
                2'b01: begin
                    mem_data_q = { { {WD_SIZE-7}{dmem_rd_data_i[15]} }, dmem_rd_data_i[14:8] };  
                    dmem_wr_keep_d = 32'h0000FF00;  
                end
                2'b10: begin
                    mem_data_q = { { {WD_SIZE-7}{dmem_rd_data_i[23]} }, dmem_rd_data_i[22:16] };  
                    dmem_wr_keep_d = 32'h00FF0000;  
                end
                2'b11: begin
                    mem_data_q = { { {WD_SIZE-7}{dmem_rd_data_i[31]} }, dmem_rd_data_i[30:24] };  
                    dmem_wr_keep_d = 32'hFF000000;  
                end
            endcase 
            dmem_wr_data_d = rs2_data_i << (alu_result_i[1:0] * BYTE);
        end  
        MEM_ACCESS_HALF: begin
            case(alu_result_i[1])
                1'b0: begin
                    mem_data_q = { { {WD_SIZE-15}{dmem_rd_data_i[15]} }, dmem_rd_data_i[14:0] };  
                    dmem_wr_keep_d = 32'h0000FFFF;  
                end
                1'b1: begin
                    mem_data_q = { { {WD_SIZE-15}{dmem_rd_data_i[31]} }, dmem_rd_data_i[30:16] };  
                    dmem_wr_keep_d = 32'hFFFF0000;  
                end
            endcase
            dmem_wr_data_d = rs2_data_i << (alu_result_i[1] * BYTE * 2);
        end  
        default:  begin  
            mem_data_q = dmem_rd_data_i;  
            dmem_wr_keep_d = 32'hFFFFFFFF;  
            dmem_wr_data_d = rs2_data_i;
        end 
    endcase
end
assign dmem_wr_keep_o = dmem_wr_keep_d;
assign take_br_q = ctrl_br_i && alu_cmp_i && !stall_proc_i;
assign rd_dc_o = rd_i;
always_ff@(posedge clk) begin
    if (!reset_n) begin
        take_br_o <= 1'b0;
        ctrl_reg_write_o <= 1'b0;
    end
    if (reset_n) begin
        ctrl_ld_o <= ctrl_ld_i;
        pc_br_o <= pc_br_i;
        rd_o <= ctrl_reg_write_i ? rd_i : 5'b0;
        alu_result_o <= alu_result_i;
        ctrl_reg_write_o <= ctrl_reg_write_i;
        mem_data_o <= mem_data_q;
        take_br_o <= take_br_q;
    end
end
endmodule
==> run.sh <==
#!/bin/bash
# OpenROAD 26Q1-2900-gdf79404cd8, Yosys 0.63+post, stock flow scripts
make -C /OpenROAD-flow-scripts/flow DESIGN_CONFIG=/design/flow/config.mk WORK_HOME=/design/flow/orfs finish
==> config.mk <==
export PLATFORM = sky130hd
export DESIGN_NAME = stage_mem
export DESIGN_NICKNAME = stage_mem
export VERILOG_FILES = /design/flow/design.v
export SDC_FILE = /design/flow/constraint.sdc
export NUM_CORES = 4
export LEC_CHECK = 1
export CORE_AREA = 10 10 221 221
export DIE_AREA = 0 0 231 231
==> constraint.sdc <==
current_design stage_mem

set clk_period 9.6
set clk_io_pct 0.2

create_clock -name clk0 -period $clk_period [get_ports {clk}]

set non_clock_inputs [all_inputs -no_clocks]
set_input_delay [expr $clk_period * $clk_io_pct] -clock clk0 $non_clock_inputs
set_output_delay [expr $clk_period * $clk_io_pct] -clock clk0 [all_outputs]
==> impl_metrics.yaml <==
# physical design summary
outcome:
  outcome: "finished clean"
timing:
  rsz0062_at_grt: "no"
  hold_viol_final: 0
  tns_ps: 0
  period_minus_slack_ps: 6590
  slew_headroom_pct: 51.2
  finalSetupViolations: 0
  fmax_mhz: 152
  period_used_pct: 68.6
  slew_viol_final: 0
  worst_pin_slew_ps: 724
  whs_ps: 2110
grt:
  grt-ovfl-total: 0
  antenna_found_initial: 4
  grt_max_degree: 54
  grt_pass1_wl_um: 36700
  first_global_vias: 5198
  grt_usage_pct: 9.47
power:
  peakVddDrop_uv: 69.1
  powerDensity_mw_per_mm2: 131
  clkPwrFrac_pct: 31.9
  p_leak_uw: 0.00344
  switchingPower_uw: 295
  p_int_uw: 976
  seq_power_share_pct: 43.4
  comb_power_share_pct: 24.7
  sw_frac_of_total_pct: 23.2
layout:
  seq_area_mm2: 0.00310
  fill_cells: 4784
  drive_gt1_share_pct: 5.88
  area_growth_pct: 81.3
  combGateArea_mm2: 0.00159
place:
  gp_congestion: 0.820
  port_buffers: 381
  dp_hpwl_um: 21600
synthesis:
  edf_count: 102
  synth.distinct_cells: 36
  top_cell_area_share_pct: 57.4
  postSynthAreaPerCell_um2: 11.4
  yosys_warnings: 1
  yosys-stat-cells: 468
  postSynthSeqShare_pct: 58.1
  syn_area_mm2: 0.00534
  synth_top_cell_by_count: "edfxtp_1"
  ff_type: "edfxtp_1"
  ys.flops: 104
  largest_area_cell: "edfxtp_1"
  synthArstFlopShare_pct: 0
  area_leaders: "edfxtp_1 57%, buf_4 9.4%, nand2_1 3.5%"
  top_cells_by_count: "102 x edfxtp_1, 67 x buf_4, 50 x nand2_1"
  syn_inst: 468
  ys_chip_area_mm2: 0.00534
clocking:
  max-clock-path-buffers: 2
  cts_setup_buffers: 0
  clk_pin_slew_worst_paths_ps: 70
  h-tree-depth: 3
  cts_tree: "built"
  cts_buffers: 9
  holdBufCountCts: 0
  numClockSinks: 104
  cts_resized: 0
  root_buffer: "clkbuf_16"
die:
  fp.dieW_um: 231
  chipArea_mm2: 0.0534
  io_pins: 385
  core-area_mm2: 0.0441
  die_h_um: 231
  fp_util_pct: 12.1
  row_count: 77
detailed_routing:
  drtIter0Drc: 241
  met1Wirelength_um: 9710
  viasPerCell: 3.58
  wl_per_cell_um: 19.2
  top_layer: "met5"
  drc: 0
  postRouteAntennaNets: 0
  wl_met3_um: 3650
  met2_length_um: 12900
  drt-total-wl_um: 26500
  dr.pass1.iters: 4
  num_vias: 4916
critical_path:
  endpoint_kind: "primary output"
  critical_path_class: "primary input to primary output"
  cp_max_fo: 29
  cp.arrival_ps: 4670
  start_kind: "primary input"
  crit_required_ps: 7680
flow_run:
  drv_cap: 0
  tool_warnings: 26
hold_path:
  holdCritPathClass: "primary input to flop"
[placed cells by master, fill, tap and decap left out, drive strengths merged, types with 12 or more instances in the layout]
cell | netlist | routed
o21ai | 27 | 27
clkdlybuf4s50 | 0 | 379
edfxtp | 102 | 102
a22oi | 23 | 23
nor2 | 47 | 47
o22ai | 15 | 15
and2 | 14 | 14
buf | 74 | 13
mux2i | 12 | 12
a31oi | 17 | 17
nand2 | 50 | 50
[path summary, 6_finish.rpt]
check,slack (ps),startpoint,endpoint,depth (start not counted)
max,3010,alu_result_i[1],bypass_mem_data_o[10],7
min,2110,pc_br_i[4],pc_br_o[4]$_DFFE_PP_,1
[cells by family after synthesis]
group | count (synthesis) | share of synthesized area (%)
simple gates | 127 | 10.3
compound gates | 108 | 13.4
flops | 104 | 58.1
mux | 24 | 5.77
buf+inv | 104 | 12.3
other cells | 1 | 0.0702
[sequential cells by signal, indices dropped and copies added, names as in the netlist]
name and count:
rd_o 5, ctrl_reg_write_o 1, mem_data_o 32, take_br_o 1
pc_br_o 32, ctrl_ld_o 1, alu_result_o 32
[per-layer routing]
layer	GRT usage [%]	vias up
met5	0	-
met4	0.637	6
met3	4.99	20
met2	16.3	301
met1	10.7	2302
li1	-	2287
[critical path, stage by stage]
cell	delay (ps)
clkdlybuf4s50_1	450
buf_4	360
inv_2	340
nor3_1	640
a221o_1	310
mux2_4	150
clkdlybuf4s50_1	460
[power by group through the flow]
stage	registers, uW	logic [uW]	clock network [uW]
CTS	552	324	427
global route	555	342	438
finish	551	314	405
[stage by stage]
stage / cell area [um2] / cells / util, % / power [uW] / setup slack, ps
after global placement: 9360 / 1358 / 21.2 / 884 / 2940
after detailed placement: 9360 / 1358 / 21.2 / 884 / 2990
after CTS: 9680 / 1374 / 21.9 / 1300 / 2970
after global routing: 9680 / 1374 / 21.9 / 1340 / 2850
after floorplan: 5340 / 469 / - / 630 / 4340
final: 9680 / 1375 / 21.9 / 1270 / 3010
[cell type report]
class	instances	share of cell area, %
Antenna cell	1	0.0259
Clock buffer	9	2.33
Clock inverter	7	0.957
Inverter	9	0.349
Multi-Input combinational cell	261	16.4
Sequential cell	104	32.1
Tap cell	592	7.65
Timing Repair Buffer	392	40.2
No activity file was given, so power comes from the tool's default toggle rates.

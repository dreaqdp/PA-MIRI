[flow/design.v]
package PARAMS_pkg;
    parameter INSTR_SIZE = 32;
    parameter ADDR_SIZE = 32;
    parameter WD_SIZE = 32;
    parameter INSTR_REG_SIZE = 5;
    parameter OPCODE_SIZE = 7;
    parameter FUNCT3_SIZE = 3;
    parameter FUNCT7_SIZE = 7;
    parameter IMM_I_SIZE = 12;
    parameter OPCODE_OP = 7'b0110011;  
    parameter OPCODE_IM = 7'b0010011;
    parameter OPCODE_LD = 7'b0000011;
    parameter OPCODE_ST = 7'b0100011;
    parameter OPCODE_BR = 7'b1100011;
    parameter OPCODE_JM = 7'b1101111;
    parameter F7_ADD = 7'b0;
    parameter F7_SUB = 7'b0100000;
    parameter F7_MULDIV = 7'b0000001;
    parameter F3_ADD = 3'b0;
    parameter F3_SUB = 3'b0;
    parameter F3_MUL = 3'b0;
    parameter F3_MULH = 3'b001;
    parameter F3_MULHSU = 3'b010;
    parameter F3_MULHU = 3'b011;
    parameter F3_DIV = 3'b100;
    parameter F3_DIVU = 3'b101;
    parameter F3_REM = 3'b110;
    parameter F3_REMU = 3'b111;
    parameter F3_LDB = 3'b0;
    parameter F3_LDW = 3'b010;
    parameter F3_STB = 3'b0;
    parameter F3_STW = 3'b010;
    parameter F3_BEQ = 3'b0;
    parameter F3_BNE = 3'b001;
    parameter F3_BLT = 3'b100;
    parameter F3_BGE = 3'b101;
    parameter F3_BLTU = 3'b110;
    parameter F3_BGEU = 3'b111;
    parameter MEM_ACCESS_BYTE = 3'b000;
    parameter MEM_ACCESS_HALF = 3'b001;
    parameter MEM_ACCESS_WORD = 3'b010;
    parameter RD = 1'b0;
    parameter WR = 1'b1;
    parameter BOOT_ADDR = 32'h00001000;
    parameter EXCEP_ADDR = 32'h00002000;
    parameter NOP_INSTR = { {{WD_SIZE-7}{1'b0}}, OPCODE_IM};  
    parameter CACHE_LINE_SIZE = 64;  
    parameter CACHE_NUM_LINES = 4;
endpackage
`timescale 1ns/1ps
import PARAMS_pkg::*;
module multiplier_nonblocking #(
    parameter MUL_STAGES = 5
) (
    input clk,
    input reset_n,
    input   [OPCODE_SIZE-1:0] opcode_i,
    input   [FUNCT7_SIZE-1:0] funct7_i,
    input   [FUNCT3_SIZE-1:0] funct3_i,
    input   [WD_SIZE-1:0] op1_data_i,
    input   [WD_SIZE-1:0] op2_data_i,  
    output logic valid_result_o,
    output logic [WD_SIZE-1:0] result_o
);
logic [MUL_STAGES-1:0][WD_SIZE-1:0] op1_data_q, op2_data_q;
logic [MUL_STAGES-1:0] valid_instr_q;
always_ff@(posedge clk) begin
    if (!reset_n) begin
        valid_instr_q[0] <= 1'b0;
    end
    else begin
        valid_instr_q[0] <= (opcode_i == OPCODE_OP) & (funct7_i == F7_MULDIV) & (funct3_i == F3_MUL);
        if (valid_instr_q[0]) begin
            op1_data_q[0] <= op1_data_i;
            op2_data_q[0] <= op2_data_i;
        end
    end
end
always_ff@(posedge clk) begin
    if (!reset_n) begin
        valid_instr_q[1] <= 1'b0;
    end
    else begin
        valid_instr_q[1] <= valid_instr_q[0];
        if (valid_instr_q[1]) begin
            op1_data_q[1] <= op1_data_q[0];
            op2_data_q[1] <= op2_data_q[0];
        end
    end
end
always_ff@(posedge clk) begin
    if (!reset_n) begin
        valid_instr_q[2] <= 1'b0;
    end
    else begin
        valid_instr_q[2] <= valid_instr_q[1];
        if (valid_instr_q[2]) begin
            op1_data_q[2] <= op1_data_q[1];
            op2_data_q[2] <= op2_data_q[1];
        end
    end
end
always_ff@(posedge clk) begin
    if (!reset_n) begin
        valid_instr_q[3] <= 1'b0;
    end
    else begin
        valid_instr_q[3] <= valid_instr_q[2];
        if (valid_instr_q[3]) begin
            op1_data_q[3] <= op1_data_q[2];
            op2_data_q[3] <= op2_data_q[2];
        end
    end
end
always_ff@(posedge clk) begin
    if (!reset_n) begin
        valid_result_o <= 1'b0;
    end
    else begin
        valid_instr_q[4] <= valid_instr_q[3];
        valid_result_o <= valid_instr_q[4];
        if (valid_instr_q[4]) begin
            op1_data_q[4] <= op1_data_q[3];
            op2_data_q[4] <= op2_data_q[3];
            result_o <= op1_data_q[4] * op2_data_q[4];
        end
    end
end
endmodule
[flow/run.sh]
#!/bin/bash
# OpenROAD 26Q1-2900-gdf79404cd8, Yosys 0.63+post, stock flow scripts
make -C /OpenROAD-flow-scripts/flow DESIGN_CONFIG=/design/flow/config.mk WORK_HOME=/design/flow/orfs finish
[flow/config.mk]
export PLATFORM = sky130hd
export DESIGN_NAME = multiplier_nonblocking
export DESIGN_NICKNAME = multiplier_nonblocking
export VERILOG_FILES = /design/flow/design.v
export SDC_FILE = /design/flow/constraint.sdc
export NUM_CORES = 4
export LEC_CHECK = 1
export CORE_UTILIZATION = 50
[flow/constraint.sdc]
current_design multiplier_nonblocking

set clk_period 12.1
set clk_io_pct 0.2

create_clock -name clk0 -period $clk_period [get_ports {clk}]

set non_clock_inputs [all_inputs -no_clocks]
set_input_delay [expr $clk_period * $clk_io_pct] -clock clk0 $non_clock_inputs
set_output_delay [expr $clk_period * $clk_io_pct] -clock clk0 [all_outputs]
==> ci_impl_report.md <==
## Synthesis and layout report

| Metric | Value |
|---|---|
| Crit end category | `flip-flop` |
| Pwr dens | `236.5 nW/um^2` |
| Detail Route Antenna Nets | `0` |
| Share of layout cells above drive strength 1 | `4.270%` |
| H-tree levels | `2` |
| Ys cells | `2,094` |
| Die Ht | `232.8 um` |
| Largest net degree at the start of global routing | `58` |
| Cell type with the largest total area | `edfxtp_1` |
| Worst Reg-to-Reg Cells | `21` |
| Final Cell Area | `29,820 sq um` |
| Simple-gate portion of the synthesized area | `12.17%` |
| Clk pin slew, worst setup/hold paths | `0.08 ns` |
| Vias in the first global route | `15.99k` |
| Max Clk Rate | `136.6 MHz` |
| Routed WL per cell | `17.27 um` |
| Syn Area/Cell | `12.72 sq um` |
| Stage-log warning count | `25` |
| Hold Vio Cnt, Final | `0` |
| Worst-Margin Slew | `0.8341 ns` |
| Hold path depth | `0` |
| Most frequent cells in the layout | `fa_1 (408), and2_1 (373), inv_1 (366)` |
| Syn Inst Count | `2,094` |
| XOR/XNOR Fraction of Synth Area | `2.743%` |
| Tot Pwr | `7.054 mW` |
| Max Cap Viol | `0` |
| Number of enable flip-flop cells | `353` |
| GP Congestion | `0.8926` |
| Worst Clk Skew | `0.04817 ns` |
| Crit path cell chain | `nand2_1 -> fa_1 -> inv_1 -> fa_1 -> inv_1 -> fa_1 -> fa_1 -> inv_1 -> fa_1 -> fa_1 -> inv_1 -> fa_1 -> fa_1 -> inv_1 -> ha_1 -> and2_1 -> a2111oi_0 -> o211ai_1 -> a21o_1 -> a211o_1 -> xnor2_1` |
| # setup viols final | `0` |
| Most common cell on crit path | `fa_1` |
| Filler cell count in the final layout | `4,200` |
| Async S/R FF share, synth | `0%` |
| Area post-placement | `28,560 sq um` |
| Fin crit share | `60.51%` |
| Clock sink total | `358` |
| Vias per inst | `4.958` |
| Worst EP arrival | `7.66 ns` |
| MUX share of area | `0%` |
| Mapped cell area | `26,640 sq um` |
| Max-area cell share | `39.80%` |
| Most frequent logic cell in the layout | `fa_1` |
| Worst-path fanout max | `30` |
| Critical path buffer and inverter count | `5` |
| CP startpoint kind | `flip-flop` |
| First-pass GRT wire length | `83,480 um` |
| Critical path depth in cells | `21` |
| Root buf cell | `clkbuf_16` |
| Ant diodes | `0` |
| Worst Path Required | `12.44 ns` |
| CTS tree | `yes` |
| Max stage delay on crit path | `0.89 ns` |
| Synth Register Bits | `358` |
| Core box area | `52,550 sq um` |
| Status | `completed` |
| Synth Seq Share | `40.17%` |
| Max IR drop VDD | `0.4538 mV` |
| Fin util | `56.75%` |
| Minimum clock period | `7.321 ns` |
| Die area | `54,200 sq um` |
| Hold buffer count at cts | `0` |
| # port buffers | `115` |
| Boundary Pins | `116` |
| Number of antenna violations at the first check in global routing | `0` |
| DRT Pass-1 Iters | `4` |
| R2R Setup Slk | `4.78 ns` |
| Initial core utilization | `50.69%` |
| Worst-case headroom to the max-slew limit | `44.39%` |
| Bufs on Longest Clock Path | `3` |
| Slowest CP cell | `edfxtp_1` |
| Post-synth area hogs | `edfxtp_1 (40%), fa_1 (31%), and2_1 (8.9%), ha_1 (5.8%), inv_1 (5.2%)` |
| Synthesis Warnings | `1` |
| Chip area in the Yosys report | `26,640 sq um` |
| Pleak | `12.26 nW` |
| Hold_ws | `0.3845 ns` |
| Vias | `14.44k` |
| 1st-iter DRT viols | `546` |
| Fa+ha+maj area frac | `36.44%` |
| Global route total overflow | `0` |
| Total setup buffers inserted after CTS | `0` |
| Post-CTS sizing | `0` |
| Detailed placement HPWL | `37,810 um` |
| Cell Type Count | `46` |
| Slew Limit Fails | `0` |
| Cell family with most CP delay | `adder cells` |
| All-layer global routing usage | `22.26%` |
| Clk ins delay skew pair | `0.59 ns` |
| Remaining DRCs | `0` |
| Area growth syn-to-layout | `11.96%` |
| Unrepaired setup endpoints after global routing | `false` |
| Setup TNS | `0 ns` |
| Yosys aoi share | `2.151%` |
| Post-Route WL | `50,320 um` |
| Crit Path Class | `flip-flop to flip-flop` |
| Num CTS Buffers | `38` |
| Top comb family, area | `adder cells` |
| Hold Path Class | `flip-flop to flip-flop` |
| Die span in x | `232.8 um` |
| Commonest flop | `edfxtp_1` |
| # rows | `84` |
[Yosys cell counts, types with 4 or more instances]
library cell,instances
dfxtp_1,5
o21ai_0,8
nand3_1,5
nor2_1,10
xor2_1,21
nor2b_1,5
a21o_1,14
nand4_1,5
and2_1,378
a211o_1,4
fa_1,408
a211oi_1,7
nand2_1,175
a21oi_1,21
ha_1,123
xnor2_1,58
edfxtp_1,353
nand2b_1,4
inv_1,366
clkbuf_1,83
[per-layer routing]
layer  wire [um]  global-route usage, %
met1       20320                  34.29
met2       24950                  34.64
met3        3775                  7.182
met4        1268                  4.453
met5           0                      0
[path summary, 6_finish.rpt]
| check | from | to |
|---|---|---|
| max | op2_data_q[130] | result_o[31] |
| min | op1_data_q[113] | op1_data_q[145] |
| max reg2reg | op2_data_q[130] | result_o[31] |
| min reg2reg | op1_data_q[113] | op1_data_q[145] |
[metrics by stage]
step           instances  worst slack [ns]
2_1_floorplan       2094             5.385
3_3_place_gp        2843             4.850
3_5_place_dp        2843             4.673
4_1_cts             2913             4.724
5_1_grt             2913             4.358
6_report            2913             4.779
[sequential cells by signal (all words and copies together), names as in the netlist]
register / count
valid_instr_q: 5
result_o: 32
valid_result_o: 1
op2_data_q: 160
op1_data_q: 160
[final cells by class]
class,count,area [sq um],share of cell area [%]
well taps,688,860.8,2.886
clock inverters,28,295.3,0.9901
clock buffers,42,965.9,3.239
repair buffers,144,1369,4.590
multi-input cells,1287,14260,47.81
flip-flops and latches,358,10700,35.88
inverters,366,1374,4.606
[kinds of logic (layout without fill, tap and decap cells)]
kind of cell,count (synthesis),in the layout
AND-OR/OR-AND,83,83
XOR/XNOR,81,81
adder cells (fa/ha/maj),531,531
buffers and inverters,449,580
flip-flops,358,358
AND/OR/NAND/NOR,592,592
[report_power, final]
group          total [mW]  internal [mW]  switching, mW
clock network        1.15          0.673          0.481
registers            1.62           1.60         0.0200
logic                4.28           1.96           2.32
total                7.05           4.23           2.82
Power figures rest on the tool's default switching activity, not on a simulated workload.
